==> design/flow/design.v <==
`timescale 1ns / 1ps
module UART(
input clk, reset, start_tx,
input [7:0]data,
output tx_ready, tx
    );
reg [2:0] state, next_state;
reg [9:0] tx_shift_reg;
reg [3:0] tx_bit_count;
reg tx_busy;
wire tx_bit, baud_tick;
always@(posedge clk or posedge reset) begin
    if (reset) begin
        state <= 3'b000;
        tx_shift_reg <= 10'b0;
        tx_bit_count <= 4'd0;
        tx_busy <= 1'b0;
        end
    else begin
        state <= next_state;
        tx_shift_reg <= {1'b0, data, 1'b1};
        tx_bit_count <= (tx_bit_count == 4'd9) ? 4'd0 : tx_bit_count + 1'b1;
        tx_busy <= (state == 3'b011);
        end
    end
always@(posedge clk) begin
if(tx_busy) begin
    if (baud_tick) begin
        tx_bit <= tx_shift_reg[0];
        tx_shift_reg <= {tx_shift_reg[8:0], 1'b0};
        end
    end
end
always@(*) begin
    case(state)
    0: next_state = (start_tx) ? 3'b001 : 3'b000;
    1: next_state = 3'b010;
    2: next_state = 3'b011;
    3: next_state = (tx_bit_count == 4'd9) ? 3'b000:3'b011;
    endcase
end
assign tx = tx_bit;
assign tx_ready = (state == 3'b000);
baud_rate_generator baud_gen(
.clk(clk),
.reset(reset),
.baud_tick(baud_tick)
);
endmodule
`timescale 1ns / 1ps
module baud_rate_generator(
input wire clk, reset,
output wire baud_tick
    );
parameter BAUD_RATE = 9600;
parameter SYS_CLK_FREQ = 50000000;
reg [15:0]bit_period_counter;
always@(posedge clk or posedge reset)
begin
if (reset)
    bit_period_counter <= 16'h0;
else
    bit_period_counter <= (bit_period_counter == SYS_CLK_FREQ / BAUD_RATE -1) ? 16'h0 : bit_period_counter +1'b1;
end
assign baud_tick = (bit_period_counter == SYS_CLK_FREQ / BAUD_RATE -1);
endmodule
==> design/flow/run.sh <==
#!/bin/bash
# OpenROAD 26Q1-2900-gdf79404cd8, Yosys 0.63+post, stock flow scripts
make -C /OpenROAD-flow-scripts/flow DESIGN_CONFIG=/design/flow/config.mk WORK_HOME=/design/flow/orfs finish
==> design/flow/config.mk <==
export PLATFORM = sky130hd
export DESIGN_NAME = UART
export DESIGN_NICKNAME = UART
export VERILOG_FILES = /design/flow/design.v
export SDC_FILE = /design/flow/constraint.sdc
export NUM_CORES = 4
export LEC_CHECK = 1
export CORE_AREA = 10 10 70 70
export DIE_AREA = 0 0 80 80
==> design/flow/constraint.sdc <==
current_design UART

set clk_period 2.0
set clk_io_pct 0.2

create_clock -name clk0 -period $clk_period [get_ports {clk}]

set non_clock_inputs [all_inputs -no_clocks]
set_input_delay [expr $clk_period * $clk_io_pct] -clock clk0 $non_clock_inputs
set_output_delay [expr $clk_period * $clk_io_pct] -clock clk0 [all_outputs]
==> report_table.html <==
<h2>Implementation results</h2>
<table>
<tr><th>Metric</th><th>Value</th></tr>
<tr><th colspan="2">Clock tree</th></tr>
<tr><td>Clk latency late pin</td><td>0.25 ns</td></tr>
<tr><td>Cell resize tally after clock tree synthesis</td><td>0</td></tr>
<tr><td>Number of levels in the clock H-tree</td><td>1</td></tr>
<tr><td>CTS tree</td><td>built</td></tr>
<tr><td>Cts bufs inserted</td><td>3</td></tr>
<tr><td>Clock tree buffer depth</td><td>2</td></tr>
<tr><td>Setup repair bufs after CTS</td><td>0</td></tr>
<tr><td>Clock input transition at the sequential cells of the worst setup and hold paths</td><td>0.05 ns</td></tr>
<tr><td>Post-cts hold buffer count</td><td>0</td></tr>
<tr><td>CTS Root Cell</td><td>sky130_fd_sc_hd__clkbuf_4</td></tr>
<tr><th colspan="2">Critical path</th></tr>
<tr><td>Worst-path maximum fanout</td><td>4</td></tr>
<tr><td>Worst path cell trace</td><td>nor2_1 -&gt; clkdlybuf4s50_1</td></tr>
<tr><td>Setup CP Type</td><td>register to output pin</td></tr>
<tr><td>Element type at the critical path start</td><td>register</td></tr>
<tr><td>Bufs and invs on worst path</td><td>1</td></tr>
<tr><td>Slowest cell on the critical path</td><td>sky130_fd_sc_hd__clkdlybuf4s50_1</td></tr>
<tr><td>Worst path arrival time</td><td>1.25 ns</td></tr>
<tr><td>Nature of the critical path endpoint</td><td>output pin</td></tr>
<tr><td>Cell family with most CP delay</td><td>buffers and inverters</td></tr>
<tr><td>Data required time at the worst endpoint</td><td>1.60 ns</td></tr>
<tr><td>Delay of the slowest cell on the worst path</td><td>0.48 ns</td></tr>
<tr><th colspan="2">Placed design</th></tr>
<tr><td>Post-placement cell count</td><td>77</td></tr>
<tr><td>Number of buffers inserted by port buffering</td><td>3</td></tr>
<tr><td>Estimated wirelength of the detail-placed design</td><td>353 µm</td></tr>
<tr><td>Last weighted congestion value of the routability-driven placer</td><td>0.702</td></tr>
<tr><th colspan="2">Final timing</th></tr>
<tr><td>Endpoints left unconstrained</td><td>2</td></tr>
<tr><td>Register pins left without a clock</td><td>2</td></tr>
<tr><td>Final Skew</td><td>0.00626 ns</td></tr>
<tr><td>Count of final setup violators</td><td>0</td></tr>
<tr><td>Pins over their slew limit</td><td>0</td></tr>
<tr><td>Setup repair after global routing missed its margin</td><td>no</td></tr>
<tr><td>Post-route worst hold slack</td><td>0.360 ns</td></tr>
<tr><td>Min Tclk post-route</td><td>1.65 ns</td></tr>
<tr><td>Summed negative setup slack over all endpoints</td><td>0 ns</td></tr>
<tr><td>Final Hold Violation Tally</td><td>0</td></tr>
<tr><td>Maximum achievable frequency</td><td>0.607 GHz</td></tr>
<tr><td>Crit share post-route</td><td>0.823</td></tr>
<tr><th colspan="2">Final layout</th></tr>
<tr><td>Area growth from synthesis to layout</td><td>37.3%</td></tr>
<tr><td>Share of layout cells above drive strength 1</td><td>0.147</td></tr>
<tr><td>FF/Latch Area</td><td>180 µm²</td></tr>
<tr><td>Combinational gate area</td><td>104 µm²</td></tr>
<tr><td>Non-filler cells, final</td><td>80</td></tr>
<tr><td>Fillers</td><td>414</td></tr>
<tr><th colspan="2">Yosys</th></tr>
<tr><td>Number of flip-flops and latches in the synthesized netlist</td><td>8</td></tr>
<tr><td>List of most frequent post-synthesis cells</td><td>6 x sky130_fd_sc_hd__dfrtp_1, 3 x sky130_fd_sc_hd__inv_1, 3 x sky130_fd_sc_hd__nor2_1, 2 x sky130_fd_sc_hd__dlxtn_1, 2 x sky130_fd_sc_hd__nand2_1</td></tr>
<tr><td>Gate count after technology mapping</td><td>27</td></tr>
<tr><td>Yosys-reported design area after synthesis</td><td>295 µm²</td></tr>
<tr><td>Prevailing post-synth register cell</td><td>sky130_fd_sc_hd__dfrtp_1</td></tr>
<tr><td>Tally of unique sky130hd cells used after synthesis</td><td>16</td></tr>
<tr><td>Synth top area share</td><td>0.508</td></tr>
<tr><td>Most used standard cell by instance count after synthesis</td><td>sky130_fd_sc_hd__dfrtp_1</td></tr>
<tr><td>Number of flops mapped to enable cells by yosys</td><td>0</td></tr>
<tr><td>Yosys warns</td><td>15</td></tr>
<tr><td>Yosys stat cell total</td><td>27</td></tr>
<tr><td>Combined area of all synthesized cells</td><td>295 µm²</td></tr>
<tr><td>Top cells by area, synth</td><td>sky130_fd_sc_hd__dfrtp_1 51%, sky130_fd_sc_hd__dlxtn_1 10%, sky130_fd_sc_hd__a221o_2 3.8%</td></tr>
<tr><td>Biggest area consumer among synthesized cells</td><td>sky130_fd_sc_hd__dfrtp_1</td></tr>
<tr><td>Mean area per synthesized cell</td><td>10.9 µm²</td></tr>
<tr><td>Share of flip-flops with an asynchronous set or reset after synthesis</td><td>0.750</td></tr>
<tr><th colspan="2">Detailed routing</th></tr>
<tr><td>Vias after detailed routing</td><td>198</td></tr>
<tr><td>Final wirelength</td><td>469 µm</td></tr>
<tr><td>Number of routed nets with antenna violations</td><td>0</td></tr>
<tr><td>Detailed-router iteration count before antenna repair</td><td>2</td></tr>
<tr><td>Antenna diode count</td><td>0</td></tr>
<tr><td>Average routed wire per standard cell</td><td>5.86 µm</td></tr>
<tr><td>Number of remaining DRC errors</td><td>0</td></tr>
<tr><td>DRC violation total after the first TritonRoute iteration</td><td>2</td></tr>
<tr><td>Via density per instance</td><td>2.48</td></tr>
<tr><th colspan="2">Die</th></tr>
<tr><td>Number of placement rows</td><td>21</td></tr>
<tr><td>Initial cell density of the core</td><td>0.0864</td></tr>
<tr><td>Placeable core region</td><td>3420 µm²</td></tr>
<tr><td>Die area</td><td>6400 µm²</td></tr>
<tr><td>I/O pin total</td><td>13</td></tr>
<tr><td>Die extent in y</td><td>80 µm</td></tr>
<tr><td>Die span in x</td><td>80 µm</td></tr>
<tr><th colspan="2">Power</th></tr>
<tr><td>Worst-case vdd ir drop</td><td>0.256 mV</td></tr>
<tr><td>Cell Pwr Density</td><td>606 nW/µm²</td></tr>
<tr><td>Leakage</td><td>0.159 nW</td></tr>
<tr><th colspan="2">Hold path</th></tr>
<tr><td>Class of the tightest hold or removal check</td><td>input pin to async pin</td></tr>
<tr><th colspan="2">GRT</th></tr>
<tr><td>GRT Total Usage</td><td>0.0156</td></tr>
<tr><td>Number of global-route vias before repair</td><td>210</td></tr>
<tr><td>Wire length of the first global-routing pass</td><td>814 µm</td></tr>
<tr><td>Largest net degree at the start of global routing</td><td>7</td></tr>
<tr><td>Sum of overflow across all layers after global routing</td><td>0</td></tr>
<tr><td>Antenna violations before repair</td><td>0</td></tr>
<tr><th colspan="2">Job</th></tr>
<tr><td>Maxcap violations</td><td>0</td></tr>
<tr><td>Tally of OpenROAD warnings</td><td>33</td></tr>
<tr><th colspan="2">Status</th></tr>
<tr><td>Result of the run</td><td>finished clean</td></tr>
</table>
## kinds of logic after synthesis
family,count (synthesis),share of synthesized area
XOR/XNOR,1,0.0297
flip-flops,6,0.508
buffers and inverters,4,0.0636
other,1,0.0127
AND/OR/NAND/NOR,8,0.127
AND-OR/OR-AND,4,0.119
latches,2,0.102
multiplexers,1,0.0381
## per-layer routing
metal / GRT usage / wire [µm]
met2: 0.0201 / 193
met4: 0.00528 / 10
met1: 0.0182 / 222
met5: 0 / 0
met3: 0.0136 / 42
## metrics by stage
stage	power [W]	utilization	setup slack (ns)	area, µm²
2_1_floorplan	0.000129	-	0.837	303
3_3_place_gp	0.000132	0.112	0.581	383
3_5_place_dp	0.000132	0.112	0.567	383
4_1_cts	0.000252	0.119	0.324	405
5_1_grt	0.000258	0.119	0.235	405
6_report	0.000246	0.119	0.353	405
## registers in the layout (all words and copies together) (netlist names)
signal / count
tx_bit_count: 4
next_state: 2
state: 2
## layout by cell type, fill, tap and decap left out, drive strengths merged
| cell type | n |
|---|---|
| nand2 | 2 |
| dfrtp | 6 |
| o2bb2ai | 1 |
| nand3b | 1 |
| nor2b | 1 |
| a221o | 1 |
| conb | 3 |
| xnor2 | 1 |
| nor3 | 1 |
| o21ai | 1 |
| o21ba | 1 |
| nor2 | 3 |
| inv | 3 |
| clkbuf | 3 |
| mux2 | 1 |
| clkdlybuf4s50 | 3 |
| dlxtn | 2 |
## area by class of cell
| cell class | count | area share |
|---|---|---|
| clock buffers | 3 | 0.0556 |
| multi-input cells | 17 | 0.256 |
| repair buffers | 3 | 0.0741 |
| well taps | 46 | 0.142 |
| flip-flops and latches | 8 | 0.444 |
| inverters | 3 | 0.0278 |
## power breakdown
group	switching, W	leakage (nW)	internal [W]	total [W]
Clock	0.0000473	0.0138	0.0000681	0.000115
Sequential	0.0000000773	0.0859	0.000123	0.000124
Combinational	0.00000312	0.0591	0.00000353	0.00000665
Total	0.0000505	0.159	0.000195	0.000246
## final timing paths
| kind | start | end | slack [ns] | depth (start not counted) |
|---|---|---|---|---|
| worst max-delay path | state[1] | tx_ready | 0.35 | 2 |
| worst min-delay path | reset | state[1] | 0.36 | 2 |
| worst max register to register | tx_bit_count[2] | state[1] | 0.70 | 4 |
| worst min register to register | tx_bit_count[0] | tx_bit_count[0] | 0.50 | 1 |
| max in group asynchronous | reset | tx_bit_count[3] | 1.44 | 2 |
| min in group clk0 | tx_bit_count[0] | tx_bit_count[0] | 0.50 | 1 |
No activity file was given, so power comes from the tool's default toggle rates.
