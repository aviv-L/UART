==> flow/design.v <==
`timescale 1ns / 1ps
module uart_transmitter(
  input clk, rst, tx_start,
  input [7:0] data,
  output reg tx, tx_ready
);
  reg [7:0] data_reg;  
  reg start_reg;  
  reg [1:0] state;  
  reg [7:0] clk_counter;  
  reg [3:0] bit_index;  
  localparam IDLE      = 2'b00;
  localparam START_BIT = 2'b01;
  localparam DATA_BITS = 2'b10;
  localparam STOP_BIT  = 2'b11;
  parameter clk_per_bit = 217;
  always @(posedge clk) begin
    if (rst) begin
      state <= IDLE;  
    end else begin
      case(state)
        IDLE: begin
          tx <= 1'b1;  
          clk_counter <= 0;
          bit_index <= 0;
          tx_ready <= 1'b1;
          if (tx_start) begin
            data_reg <= data;  
            tx_ready <= 1'b0;
            state <= START_BIT;
          end
        end
        START_BIT: begin
          tx <= 1'b0;  
          if (clk_counter < clk_per_bit - 1) begin
            clk_counter <= clk_counter + 1;
            state <= START_BIT;
          end else begin
            clk_counter <= 0;
            state <= DATA_BITS;
          end
        end
        DATA_BITS: begin
          tx <= data_reg[bit_index];  
          if (clk_counter < clk_per_bit - 1) begin
            clk_counter <= clk_counter + 1;
            state <= DATA_BITS;
          end else if (bit_index < 7) begin
            clk_counter <= 0;
            bit_index <= bit_index + 1;
            state <= DATA_BITS;
          end else begin
            clk_counter <= 0;
            bit_index <= 0;
            state <= STOP_BIT;
          end
        end
        STOP_BIT: begin
          tx <= 1'b1;  
          if (clk_counter < clk_per_bit - 1) begin
            clk_counter <= clk_counter + 1;
            state <= STOP_BIT;
          end else begin
            clk_counter <= 0;
            state <= IDLE;  
          end
        end
      endcase
    end
  end
endmodule
==> flow/run.sh <==
#!/bin/bash
# OpenROAD 26Q1-2900-gdf79404cd8, Yosys 0.63+post, stock flow scripts
make -C /OpenROAD-flow-scripts/flow DESIGN_CONFIG=/design/flow/config.mk WORK_HOME=/design/flow/orfs finish
==> flow/config.mk <==
export PLATFORM = sky130hd
export DESIGN_NAME = uart_transmitter
export DESIGN_NICKNAME = uart_transmitter
export VERILOG_FILES = /design/flow/design.v
export SDC_FILE = /design/flow/constraint.sdc
export NUM_CORES = 4
export LEC_CHECK = 1
export CORE_UTILIZATION = 30
==> flow/constraint.sdc <==
current_design uart_transmitter

set clk_period 3.1
set clk_io_pct 0.2

create_clock -name clk0 -period $clk_period [get_ports {clk}]

set non_clock_inputs [all_inputs -no_clocks]
set_input_delay [expr $clk_period * $clk_io_pct] -clock clk0 $non_clock_inputs
set_output_delay [expr $clk_period * $clk_io_pct] -clock clk0 [all_outputs]
==> flow_metrics.env <==
# implementation run metrics
export IMPL_cts_clk_slew_worst_paths_ns=0.08
export IMPL_wl_um=1660
export IMPL_ys_warn_count=1
export IMPL_synth_cell_types=29
export IMPL_syn_area_per_cell_um2=12.6
export IMPL_r2r_start="bit_index[0]"
export IMPL_placed_cell_area_um2=1310
export IMPL_hold_viol_final=0
export IMPL_cp_startpoint="bit_index[0]"
export IMPL_drv_cap=0
export IMPL_power_switching_mw=0.137
export IMPL_tightestPinTransition_ns=0.359
export IMPL_endpoint="tx"
export IMPL_n_antenna_cell=0
export IMPL_status="finished, final reports clean"
export IMPL_numPortBuffers=12
export IMPL_cts_made_buffers=3
export IMPL_yosysChipArea_um2=1140
export IMPL_cts_setup_buffers=0
export IMPL_drive_gt1_frac=0.0381
export IMPL_numSynthFlops=26
export IMPL_syn_area_um2=1140
export IMPL_cp_slowest_cell="mux4_2"
export IMPL_cts_tree="yes"
export IMPL_timing_fmax_mhz=568
export IMPL_die_w_um=63.6
export IMPL_drc_errors=0
export IMPL_first_pass_iters=4
export IMPL_p_total_mw=0.658
export IMPL_drtIter0Drc=24
export IMPL_design_area_um2=1360
export IMPL_synthCells=90
export IMPL_fp_util=0.311
export IMPL_grt_max_degree=15
export IMPL_final_antenna_net_count=0
export IMPL_vdd_ir_drop_max_mv=0.288
export IMPL_gr_total_overflow=0
export IMPL_swShare=0.209
export IMPL_postLayoutSetupSlackWorst_ns=1.34
export IMPL_gp_congestion=0.804
export IMPL_critPathMaxFanout=7
export IMPL_clockRootBuffer="clkbuf_8"
export IMPL_io_pins=13
export IMPL_postCtsHoldBufs=0
export IMPL_seq_power_share=0.633
export IMPL_track_usage=0.0965
export IMPL_fp_coreArea_um2=3660
export IMPL_avgRoutedWirePerCell_um=10.8
export IMPL_hold_class="register to register"
export IMPL_rsz0062_at_grt="no"
export IMPL_rows=22
export IMPL_arrival_ns=1.77
export IMPL_period_minus_slack_ns=1.76
export IMPL_worst_path_stages=3
export IMPL_antenna_found_initial=0
export IMPL_rr_worst_depth=3
export IMPL_min_from="state[2]"
export IMPL_ys_cells=90
export IMPL_final_layout_top_logic_cell="edfxtp_1"
export IMPL_warning_count=25
export IMPL_cp_end_kind="register"
export IMPL_via_per_inst=4.65
export IMPL_finClkSkew_ns=0.00131
export IMPL_start_kind="register"
export IMPL_synthToLayoutAreaGrowth_pct=19.5
export IMPL_finalMaxSlewViolations=0
export IMPL_finalSetupViolations=0
export IMPL_lay_top_cells="edfxtp_1 (22), nor2_1 (14), clkdlybuf4s50_1 (12), inv_1 (5)"
export IMPL_clk_latency_ns=0.26
export IMPL_p_int_mw=0.521
export IMPL_crit_chain="mux4_2 > nand2b_1 > a311o_1"
export IMPL_hold_slack_ns=0.512
export IMPL_cp_top_family="multiplexers"
export IMPL_vias=711
export IMPL_grt_first_pass_wirelength_um=2970
export IMPL_setup_tns_ns=0
export IMPL_ys_seq_share=0.651
export IMPL_numClockSinks=26
export IMPL_grt_pass1_vias=704
export IMPL_maxSlewHeadroom=0.755
export IMPL_clk_path_buf_depth=2
export IMPL_die_height_um=63.6
export IMPL_cts_resized=0
export IMPL_chipArea_um2=4040
export IMPL_h_tree_depth=1
export IMPL_path_class="register to register"
export IMPL_critPathBufInv=0
export IMPL_clock_power_share=0.279
export IMPL_slowest_delay_ns=0.53
export IMPL_critical_path_required_ns=3.11
export IMPL_reg2reg_to="tx"
export IMPL_post_route_period_util=0.568
export IMPL_pwr_share_comb=0.088
export IMPL_rrSetupSlack_ns=1.34
export IMPL_hold_depth=2
export IMPL_hpwl_um=1260
export IMPL_place_ws_ns=1.09
export IMPL_p_leak_nw=0.470
export IMPL_power_density_nw_per_um2=484
## stage by stage
stage | cells | util
finish | 153 | 0.371
global route | 153 | 0.371
CTS | 153 | 0.371
detailed placement | 149 | 0.359
global placement | 149 | 0.359
floorplan | 90 | -
## routing by layer
metal  up-vias  part of all wire  global-route usage
met4         0            0.0060              0.0114
met3         2             0.047              0.0276
met5         -                 0                   0
met1       334              0.46               0.140
li1        359                 -                   -
met2        16              0.48               0.154
## worst min path at each step
stage                 endpoint
final                 state[1]
after CTS             state[1]
after global routing  state[1]
## layout make-up
cell class	count	area, um^2
clock buffer	3	41.3
timing repair buffer	12	120
tap	48	60.1
fill	342	2300
sequential	26	741
inverter	5	18.8
clock inverter	1	3.75
multi-input combinational	58	374
## logic make-up (layout without fill, tap and decap cells)
group / after synthesis / count (layout) / share of synthesized area
muxes: 4 / 4 / 0.0462
AOI/OAI and AO/OA: 14 / 14 / 0.0836
DFF: 26 / 26 / 0.651
adders and majority gates: 2 / 2 / 0.0220
buffers and inverters: 6 / 21 / 0.0198
xor gates and xnor gates: 4 / 4 / 0.0308
and+or+nand+nor: 34 / 34 / 0.146
## Yosys cell counts (all sizes together)
cell type | number | area share
nand4 | 1 | 0.0055
a311o | 1 | 0.0088
and3 | 1 | 0.0055
a2111oi | 1 | 0.0077
inv | 5 | 0.017
nand2 | 3 | 0.0099
or3 | 1 | 0.0055
nand3 | 4 | 0.018
xor2 | 3 | 0.023
dfxtp | 4 | 0.070
nor2 | 14 | 0.046
a221o | 1 | 0.0088
edfxtp | 22 | 0.58
a311oi | 1 | 0.0077
nor2b | 3 | 0.017
clkbuf | 1 | 0.0033
mux4 | 1 | 0.020
xnor2 | 1 | 0.0077
a31oi | 2 | 0.011
or2 | 1 | 0.0055
nand2b | 1 | 0.0055
nor3 | 1 | 0.0044
and2 | 3 | 0.017
ha | 2 | 0.022
o211a | 1 | 0.0088
a21oi | 4 | 0.018
mux2i | 3 | 0.026
nor4b | 1 | 0.0077
o21ai | 3 | 0.013
## power by group through the flow
stage / sequential [mW] / clock, mW / combinational, mW
4_1_cts: 0.416 / 0.191 / 0.0586
5_1_grt: 0.419 / 0.211 / 0.0658
6_report: 0.416 / 0.184 / 0.0578
## worst register-to-register path: cells and delay by family, from the launching register on
family	cells	cell delay [ns]
and+or+nand+nor	1	0.15
AOI/OAI and AO/OA	1	0.32
muxes	1	0.53
DFF	1	0.52
Power and IR drop assume default switching activity.
