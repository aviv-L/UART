===== design/flow/design.v =====
`timescale 1ns / 1ps
module uart_receiver(
  input clk, rst, rx,
  output [7:0] d_out,
  output rx_ready
);
  reg [7:0] data_reg;  
  reg [1:0] state;  
  reg [7:0] clk_counter;  
  reg [3:0] bit_index;  
  localparam IDLE      = 2'b00;
  localparam START_BIT = 2'b01;
  localparam DATA_BITS = 2'b10;
  localparam STOP_BIT  = 2'b11;
  parameter clk_per_bit = 217;
  assign rx_ready = (state == STOP_BIT)? 1'b1 : 1'b0;
  assign d_out = (state == STOP_BIT) ? data_reg : 8'hZZ;  
  always @(posedge clk) begin
    if (rst) begin
      state <= IDLE;  
    end else begin
      case (state)
        IDLE: begin
          bit_index <= 0;
          if (!rx) begin
            if (clk_counter < (clk_per_bit - 1) / 2) begin
              clk_counter <= clk_counter + 1;
              state <= IDLE;  
            end else begin
              clk_counter <= 0;
              state <= START_BIT;  
            end
          end
        end
        START_BIT: begin
          if (clk_counter < clk_per_bit - 1) begin
            clk_counter <= clk_counter + 1;
            state <= START_BIT;  
          end else begin
            clk_counter <= 0;
            state <= DATA_BITS;  
          end
        end
        DATA_BITS: begin
          data_reg[bit_index] <= rx;  
          if (clk_counter < clk_per_bit - 1) begin
            clk_counter <= clk_counter + 1;
            state <= DATA_BITS;  
          end else if (bit_index < 8) begin
            clk_counter <= 0;
            bit_index <= bit_index + 1;
            state <= DATA_BITS;  
          end else begin
            clk_counter <= 0;
            bit_index <= 0;
            state <= STOP_BIT;  
          end
        end
        STOP_BIT: begin
          if (rx) begin
            if (clk_counter < clk_per_bit - 1) begin
              clk_counter <= clk_counter + 1;
              state <= STOP_BIT;  
            end else begin
              clk_counter <= 0;
              state <= IDLE;  
            end
          end
        end
      endcase
    end
  end
endmodule

===== design/flow/constraint.sdc =====
current_design uart_receiver

set clk_period 2.5
set clk_io_pct 0.2

create_clock -name clk0 -period $clk_period [get_ports {clk}]

set non_clock_inputs [all_inputs -no_clocks]
set_input_delay [expr $clk_period * $clk_io_pct] -clock clk0 $non_clock_inputs
set_output_delay [expr $clk_period * $clk_io_pct] -clock clk0 [all_outputs]

===== design/flow/run.sh =====
#!/bin/bash
# OpenROAD 26Q1-2900-gdf79404cd8, Yosys 0.63+post, stock flow scripts
make -C /OpenROAD-flow-scripts/flow DESIGN_CONFIG=/design/flow/config.mk WORK_HOME=/design/flow/orfs finish

===== design/flow/config.mk =====
export PLATFORM = sky130hd
export DESIGN_NAME = uart_receiver
export DESIGN_NICKNAME = uart_receiver
export VERILOG_FILES = /design/flow/design.v
export SDC_FILE = /design/flow/constraint.sdc
export NUM_CORES = 4
export LEC_CHECK = 1
export CORE_AREA = 10 10 104 104
export DIE_AREA = 0 0 114 114

==> flow_metrics.py <==
# Generated from Yosys and OpenROAD reports
metrics = {
    "setup_path": {
        "crit_path_max_fanout": 7,
        "start_kind": "flip-flop",
        "crit_chain": "inv_1 -> ha_1 -> or2_2 -> o21ai_2 -> o2111ai_2 -> mux2_4",
        "cp-end-kind": "flip-flop",
        "reg2reg_slack_ns": 0.36,
        "rr_worst_depth": 6,
        "r2r_end": "data_reg[4]",
        "critPathKind": "reg -> reg",
        "cp_num_buf_inv": 1,
        "crit_arrival_ns": 2.16,
        "startpoint": "bit_index[1]",
        "slowest_delay_ns": 0.46,
        "crit_required_ns": 2.52,
        "cp_top_family": "flip-flops",
        "critical_path.slowest_cell": "edfxtp_1",
        "r2r_start": "bit_index[1]",
    },
    "floorplan": {
        "fp-utilization": 0.162,
        "fp.coreArea_mm2": 0.00868,
        "rows": 34,
        "dieArea_mm2": 0.0130,
        "dieHeight_um": 114,
        "die_x_um": 114,
        "pin_count": 12,
    },
    "final_layout": {
        "layout_top_cells": "edfxtp_1 (20), nor2_1 (16), clkdlybuf4s50_1 (11)",
        "n_fill_cell": 962,
        "syn_to_final_growth_pct": 20.7,
        "lay_top_count": "edfxtp_1",
        "drive_gt1_frac": 0.139,
    },
    "clock_tree": {
        "post_cts_buffers": 0,
        "clk_pin_slew_ns": 0.09,
        "clk_latency_ns": 0.27,
        "cts_root_buffer": "clkbuf_8",
        "cts_num_sinks": 24,
        "clock_path_buffers": 2,
        "cts_buffers": 3,
        "cts_tree": "done",
        "cts_resized": 0,
        "htree_levels": 1,
        "ctsHoldBuffers": 0,
    },
    "logic_synthesis": {
        "yosysCellCount": 130,
        "flop_cell": "edfxtp_1",
        "ys_chip_area_mm2": 0.00141,
        "ys_warn_count": 2,
        "syn_area_mm2": 0.00141,
        "async_reset_ff_frac": 0,
        "synth-edff-count": 20,
        "yosysUniqueCellTypes": 46,
        "synth_top_area_share": 0.426,
        "syn-mean-instance-area_um2": 10.8,
        "synth-seq-cells": 24,
        "area_leaders": "edfxtp_1 (43%), dfxtp_1 (5.7%), ha_1 (5.3%), nor2_1 (4.3%), a31o_2 (2.5%)",
        "yosysTopAreaCell": "edfxtp_1",
        "postSynthCellCount": 130,
        "ys_seq_share": 0.483,
    },
    "sta": {
        "tightest_slew_ns": 0.680,
        "slew_violations": 0,
        "hold_violations": 0,
        "fmax_mhz": 468,
        "layout_setup_ws_ns": 0.361,
        "setup_viol": 0,
        "finalCritPeriodShare": 0.856,
        "fin_hold_ws_ns": 0.519,
        "rsz0062_at_grt": "false",
        "fin_tns_setup_ns": 0,
        "slew_headroom": 0.534,
        "final.min_clock_period_ns": 2.14,
        "finalClockSkew_ns": 0.00462,
    },
    "power_and_ir_drop": {
        "power.leakage_nw": 0.588,
        "vdd_drop_max_mv": 0.338,
        "power_density_mw_per_mm2": 510,
    },
    "min_path": {
        "min_from": "state[2]",
        "min_path_cells": 2,
        "hp-class": "reg -> reg",
        "hold-path-endpoint": "state[2]",
    },
    "job": {
        "warnings": 29,
        "max_cap_viol_count": 0,
    },
    "routing": {
        "antenna_cells": 0,
        "drt_iter0_markers": 93,
        "drc_errors": 0,
        "viasPerCell": 4.02,
        "routed_wl_um": 2820,
        "ant_nets": 0,
        "vias": 1013,
        "drtPass1Iterations": 4,
        "wire_per_inst_um": 11.2,
    },
    "global_route": {
        "grt_usage": 0.0414,
        "grt_pass1_vias": 922,
        "grt_pass1_wl_um": 4570,
        "antenna_found_initial": 0,
        "grt-ovfl-total": 0,
        "grt_max_degree": 15,
    },
    "placement": {
        "numPortBuffers": 11,
        "dp_hpwl_um": 2120,
        "gp_congestion": 0.840,
        "pre_cts_slack_ns": 0.391,
    },
    "outcome": {
        "status": "finished clean",
    },
}
-- report_power, final --
| group | total, mW | switching, mW | internal [mW] | leakage (nW) |
|---|---|---|---|---|
| logic | 0.140 | 0.0742 | 0.0661 | 0.342 |
| clock network | 0.233 | 0.124 | 0.110 | 0.0231 |
| registers | 0.494 | 0.0301 | 0.464 | 0.222 |
| total | 0.868 | 0.228 | 0.640 | 0.588 |
-- metrics by stage --
step / power (mW) / util / cell area (um^2) / std cells
2_1_floorplan: 0.601 / - / 1410 / 130
3_3_place_gp: 0.641 / 0.191 / 1660 / 248
3_5_place_dp: 0.643 / 0.191 / 1660 / 248
4_1_cts: 0.878 / 0.196 / 1700 / 252
5_1_grt: 0.914 / 0.196 / 1700 / 252
6_report: 0.868 / 0.196 / 1700 / 252
-- logic make-up after synthesis --
| family | synth area share |
|---|---|
| DFF | 0.483 |
| AOI/OAI and AO/OA | 0.167 |
| buffers and inverters | 0.0444 |
| adders and majority gates | 0.0533 |
| and+or+nand+nor | 0.169 |
| muxes | 0.0400 |
| xor gates and xnor gates | 0.0435 |
-- synth_stat cells, types with 2 or more instances --
library cell,n
a21oi_1,3
clkbuf_1,2
nand3_1,6
xnor2_1,3
o2bb2ai_1,3
o21ai_0,2
dfxtp_1,4
o22ai_1,2
xor2_1,4
nor4_1,2
a31o_2,4
nand4_1,3
nand2_1,5
or2_2,2
a21o_1,2
o211ai_1,3
inv_1,9
mux2i_1,3
nor2_1,16
edfxtp_1,20
ha_1,6
buf_2,2
-- how the worst max path moves through the flow --
stage	endpoint	depth (start not counted)	slack [ns]
after CTS	data_reg[4]	6	0.38
after global routing	data_reg[4]	6	0.22
final	data_reg[4]	6	0.36
-- area by class of cell --
cell class	count	area [um^2]	share of cell area
Multi-Input combinational cell	92	666	0.391
Inverter	9	33.8	0.0199
Tap cell	108	135	0.0795
Timing Repair Buffer	15	140	0.0824
Clock inverter	1	3.75	0.00221
Sequential cell	24	681	0.400
Clock buffer	3	41.3	0.0243
-- routing by layer --
| metal | routed length [um] | share of wire | GRT usage | vias to the layer above |
|---|---|---|---|---|
| li1 | - | - | - | 515 |
| met1 | 1440 | 0.51 | 0.0629 | 476 |
| met2 | 1230 | 0.44 | 0.0604 | 20 |
| met3 | 134 | 0.048 | 0.0112 | 2 |
| met4 | 10 | 0.0035 | 0.00251 | 0 |
| met5 | 0 | 0 | 0 | - |
-- worst min-delay path: cells and delay by family (launching register included) --
family,cells,cell delay [ns]
and+or+nand+nor,1,0.07
DFF,1,0.36
AOI/OAI and AO/OA,1,0.05
Power is estimated from default activity; no workload was simulated.
